--- flow/run.sh ---
#!/bin/bash
# OpenROAD 26Q1-2900-gdf79404cd8, Yosys 0.63+post, stock flow scripts
make -C /OpenROAD-flow-scripts/flow DESIGN_CONFIG=/design/flow/config.mk WORK_HOME=/design/flow/orfs finish
--- flow/config.mk ---
export PLATFORM = sky130hd
export DESIGN_NAME = robsmult
export DESIGN_NICKNAME = robsmult
export VERILOG_FILES = /design/flow/design.v
export SDC_FILE = /design/flow/constraint.sdc
export NUM_CORES = 4
export LEC_CHECK = 1
export CORE_UTILIZATION = 50
--- flow/constraint.sdc ---
current_design robsmult

set clk_period 1.2
set clk_io_pct 0.2

create_clock -name clk0 -period $clk_period [get_ports {clk}]

set non_clock_inputs [all_inputs -no_clocks]
set_input_delay [expr $clk_period * $clk_io_pct] -clock clk0 $non_clock_inputs
set_output_delay [expr $clk_period * $clk_io_pct] -clock clk0 [all_outputs]
--- flow/design.v ---
module addsub #(parameter dw=8)		  
(
  input        [dw-1:0] dataa,
  input        [dw-1:0] datab,
  input                 add_sub,	  
  output logic [dw-1:0] result
);
wire [dw-1:0] carry;
wire carry_out;
logic [dw-1:0] datab_neg;
assign datab_neg = add_sub ? datab : ~datab[dw-1:0] + 1'b1;
genvar i;
generate
for(i = 0; i < dw; i++) begin
	if(i==0) begin
		half_adder ha(dataa[0], datab_neg[0], result[0], carry[0]);
	end
	else begin
		full_adder fa(dataa[i], datab_neg[i], carry[i-1], result[i], carry[i]);
	end
end
	assign carry_out = carry[dw-1];
endgenerate
endmodule
module half_adder(
  input x, y, 
  output logic s, c);
	always_comb s = x^y;
	always_comb c = x&y;
endmodule
module full_adder(input logic A, B, C_in, output logic S, C_out);
	always_comb S = (A^B) ^ C_in;
	always_comb C_out = ((A^B) & C_in) | (A&B);
endmodule
module counter_down	#(parameter dw=8, WIDTH=7)
(
  input                 clk,
  input                 reset,
  input                 ena,
  output logic [dw-1:0] result);
  always @(posedge clk)	 begin
  if (reset)
    result <= WIDTH;
  else if (ena && result > 0)
    result <= result-1;
  end
endmodule	
module mux2 #(parameter WIDTH = 8)
 (input        [WIDTH-1:0] d0, d1, 
  input                    s, 
  output logic [WIDTH-1:0] y);
always_comb y[WIDTH-1:0] = s ? d1[WIDTH-1:0] : d0[WIDTH-1:0];
endmodule
module mux3 #(parameter WIDTH = 8)
  (input       [WIDTH-1:0] d0, d1, d2,
   input       [1:0]       s, 	 
   output logic[WIDTH-1:0] y);
always_comb begin
  case(s)
    2'b00: y = d0;
    2'b01: y = d1;
    2'b10: y = d2;
    2'b11: y = d2;
  endcase
end
endmodule
module mux5 (input        d0, d1, d2, d3, d4,
             input [2:0]  s, 
             output logic y);
always_comb begin    
    case(s)
        3'b000: y = d0;
        3'b001: y = d1;
        3'b010: y = d2;
        3'b011: y = d3;
        3'b100: y = d4;
        default: y = 0;
    endcase
end
endmodule
module register # (parameter N = 8)
   (input                clk,    
    input                load,
    input                clear,
    input        [N-1:0] in,
    output logic [N-1:0] out
    );
    wire [1:0] sel = {clear, load};
  always_ff @ (posedge clk, posedge clear)    begin
    if (clear) begin
      out <= 0;
    end
    else if (load) begin
      out <= in;
    end
end	
endmodule
module register_hl # (parameter N = 16)
 (input                clk,
  input [N/2-1:0]      inh,
  input [N/2-1:0]      inl,
  input                loadh,
  input                loadl,
  input                clear,
  output logic[N-1:0]  out	  	);
  always_ff @ (posedge clk, posedge clear) begin
    if (clear) begin 
      out[N-1:N/2] <= 0;
      out[N/2-1:0] <= 0;
    end
    else begin
      if (loadh) out[N-1:N/2] <= inh;
      if (loadl) out[N/2-1:0] <= inl;
    end
  end	
endmodule
module right_shift_register #(parameter WIDTH = 16)(
    input                    clk,
    input                    enable,
    input  logic signed[WIDTH-1:0] in,  
    input                    mode,  
    output logic signed[WIDTH-1:0] out);  
	always @(posedge clk) begin
    if (enable && mode)
      out <= in>>1;
    else if (enable && !mode)
      out <= in>>>1;
    end
endmodule
module robs_control_unit_micro(
	input clk, reset,
	input zq, zy, zr,
	output[14:0] c,
	output logic done
	);
    wire load_incr;
    wire [4:0] upc;
    wire [22:0] uinstr;
    upcreg upc_reg(.clk, .reset, .load_incr, .upc_next(uinstr[19:15]), .upc);
    mux5 cs_mux(.d0(1'b0), .d1(zq), .d2(zr), .d3(zy), .d4(1'b1), .s(uinstr[22:20]), .y(load_incr));
    rom control_memory(.addr(upc), .data(uinstr));
	assign c = uinstr[14:0];		 
    always_latch 
      if     (reset)     done = 0;
      else if(upc == 17) done = 1;
endmodule
module robs_datapath #(parameter WIDTH = 8)
    (
	input clk, reset,
	input [WIDTH-1:0] multiplier, multiplicand,
	input[14:0]  c,
	output [WIDTH*2-1:0] product,
	output logic zq, zr
	);
	wire [WIDTH-1:0] y, a, in_x, x, in_rh, in_rl, alu_out, q;
	wire [WIDTH*2-1:0] r, sr;
	register #(.N(WIDTH)) reg_y(.clk(clk), .in(multiplicand), .out(y), .load(c[0]), .clear(1'b0));
	register #(.N(WIDTH)) reg_a(.clk, .in(r[WIDTH*2-1:WIDTH]), .out(a), .load(c[14]), .clear(c[2]));
	register #(.N(WIDTH)) reg_x(.clk, .in(in_x), .out(x), .load(c[3]), .clear(1'b0));
	register_hl reg_r(.clk(clk), .inh(in_rh), .inl(in_rl), .loadh(c[8]), .loadl(c[9]), .clear(1'b0), .out(r));
	right_shift_register #(.WIDTH(2*WIDTH)) sign_ext(.clk, .enable(c[12]), .in(r), .mode(c[11]), .out(sr)); 
	mux2 #(.WIDTH(WIDTH)) mux_x(.d0(multiplier), .d1(r[WIDTH-1:0]), .s(c[7]), .y(in_x));
	mux3 #(.WIDTH(WIDTH)) mux_rh(.d0(a), .d1(sr[WIDTH*2-1:WIDTH]), .d2(alu_out), .s(c[5:4]), .y(in_rh));
	mux2 #(.WIDTH(WIDTH)) mux_rl(.d0(x), .d1(sr[WIDTH-1:0]), .s(c[6]), .y(in_rl));
	addsub #(.dw(WIDTH)) addsub(.dataa(r[WIDTH*2-1:WIDTH]), .datab(y), .add_sub(c[10]), .result(alu_out));
	counter_down #(.dw(WIDTH),.WIDTH(WIDTH-1)) decrement8(.clk, .reset(c[1]), .ena(c[13]), .result(q));
	assign product = {a,x};			  
	always_comb begin 
		if(r[0] == 0)
			zr = 1;
		else
			zr = 0;
		if (q % 8 == 0)
			zq = 1;
		else
			zq = 0;
	end
endmodule
module robsmult #(parameter WIDTH = 8)
  (
  input clk,   
  input reset,
  input [WIDTH-1:0] multiplier,
  input [WIDTH-1:0] multiplicand,
  output [WIDTH*2-1:0] product,  
  output done  
  );
  wire[14:0] c;	
  wire zq, zy, zr;
  robs_control_unit_micro cu(.clk(clk), .reset, .zq, .zy, .zr, .c, .done);	
  robs_datapath #(.WIDTH(WIDTH)) dp(.clk, .reset, .multiplier, .multiplicand, .c, .product, .zq, .zr);
  assign zy = ~multiplicand[WIDTH-1];	 
endmodule
module rom(
  input       [ 4:0] addr, 
  output logic[22:0] data);
  logic  [22:0] mem[18];     
  initial begin
    for(int i=0; i<18; i++) begin
      mem[i] = '0;			 
    end
    mem[00] = 23'b00000001000000000000011;
    mem[01] = 23'b00000010000000000001100;
    mem[02] = 23'b00000011000001100000000;
    mem[03] = 23'b00101100000000000000000;
    mem[04] = 23'b01000110000000000000000;	    
    mem[05] = 23'b00000110000010100100000;
    mem[06] = 23'b01101001000000000000000;
    mem[07] = 23'b00001000001000000000000;
    mem[08] = 23'b10001010000000000000000;
    mem[09] = 23'b00001010001100000000000;
    mem[10] = 23'b00001011010001101010000;
    mem[11] = 23'b10000011000000000000000;
    mem[12] = 23'b01001110000000000000000;
    mem[13] = 23'b00001110000000100100000;
    mem[14] = 23'b00001111001000000000000;
    mem[15] = 23'b00010000000001101010000;
    mem[16] = 23'b00010001100000010001000;
    mem[17] = 23'b10010001000000000000000;
  end
  assign data = mem[addr];
endmodule
module upcreg(
  input              clk,
  input              reset,
  input              load_incr,
  input [4:0]        upc_next,
  output logic [4:0] upc);
  always_ff @ (posedge clk, posedge reset) begin
    if(reset) begin
      upc <= 0;
    end
    else if(load_incr) begin
      upc <= upc_next;
    end
    else begin 
      upc <= upc + 1'b1;
    end
  end 
endmodule    
==> results.toml <==
# yosys + openroad results
[clocking]
htree_levels = 3
root_buffer = "clkbuf_8"
cts_hold_buf = 0
clock_path_buffers = 2
cts_tree = "built"
numCtsBuffers = 9
clkLatencyLatePin_ps = 330
cts.clk_slew.worst_paths_ps = 70

[placement]
pre_cts_slack_ps = -2700
post-place-cells = 432
io_buffer_count = 34
dpl-instance-area_sq_um = 4510
place_hpwl_microns = 4690
gp_congestion = 0.837

[floorplanning]
fp-utilization_pct = 53.0
row_count = 29
die_y_microns = 85
ios = 35
fp.coreArea_sq_um = 6490
die_area_sq_um = 7230
dieWidth_microns = 85

[timing]
fin_worst_skew_ps = 7.18
unclocked_pins = 1
rsz0062_at_grt = "yes"
tightest_slew_ps = 294
slew_viol_final = 0
hold_ws_ps = 152
untimed_endpoints = 2
layout_setup_ws_ps = -2630
tns_ps = -55810
fmax_ghz = 0.261
hold_viol = 0
finalSetupViolCount = 93
relSlewSlack_pct = 80.3
period_used_pct = 319
fin_crit_ps = 3830

[logic_synthesis]
ys_cells = 267
synth_top_flop_cell = "edfxtp_1"
most_common_cell = "edfxtp_1"
synth_area_sq_um = 3440
topCellsByArea = "edfxtp_1 41%, dfrtp_1 9.4%, mux2_2 8.5%"
yosys_warnings = 13
synthArstFlopShare_pct = 18.6
synth_cell_types = 44
ys_ff = 70
avgSynthCellArea_sq_um = 12.9
yosysTopAreaCell = "edfxtp_1"
synth_cells = 267
netlist_top_cells_count = "47 x edfxtp_1, 26 x mux2_2, 26 x nor2_1"
yosys_area_sq_um = 3440
yosysTopAreaCellShare_pct = 41.0
enable_flop_cells = 47

[critical_path]
cp_data_arrival_time_ps = 3910
crit_path_end_kind = "flip-flop"
crit_type = "flip-flop to flip-flop"
startpoint_type = "flip-flop"
rr_worst_depth = 17
required_ps = 1280
r2r_start = "cu.upc_reg.upc[1]"
crit_fanout = 3
startpoint = "cu.upc_reg.upc[1]"

[detailed_routing]
antenna_left = 0
postRouteWirelength_microns = 7730
diodes = 0
drc_errors = 0
dr.first_iter.drc_count = 79
wl_per_cell_microns = 15.8
vias_per_cell = 5.17
firstDrtPassIters = 4
vias = 2524

[power]
powerDensity_nw_per_um2 = 842
leakage_nw = 2.23
vdd_ir_drop_max_v = 0.000511

[outcome]
status = "finished, violations left"
violations = "negative setup slack"

[grt]
grt-ovfl-total = 0
antenna_found_initial = 0
grt_pass1_wl_microns = 12100
track_usage_pct = 22.9
grt_max_degree = 18
first_global_vias = 2549

[final_layout]
fillers = 313
final_layout_size_suffix_gt1_share_pct = 52.8
reg_top3 = "dp.reg_r.out x16, dp.sign_ext.out x16"
layoutNonFillerInstCount = 488
fin_area_sq_um = 5490
syn_to_final_growth_pct = 59.5

[worst_hold_path]
hold_path.class = "input pin to asynchronous set/reset pin"

[job]
drv_cap = 0
tool_warnings = 36
## kinds of logic after synthesis
kind of cell | synth area share (%)
latches | 0.436
AND/OR/NAND/NOR | 9.23
AND-OR/OR-AND | 8.06
XOR/XNOR | 3.31
buffers and inverters | 3.12
multiplexers | 12.4
adder cells (fa/ha/maj) | 7.85
flip-flops | 55.6
## path summary, 6_finish.rpt
check                                endpoint  slack (ps)
setup reg to reg             dp.reg_r.out[15]       -2630
min in group clk0             dp.reg_y.out[3]         460
hold / removal              cu.upc_reg.upc[1]         150
setup / recovery             dp.reg_r.out[15]       -2630
hold reg to reg            dp.sign_ext.out[0]         460
max in group asynchronous     dp.reg_a.out[6]         180
## worst max-delay path, cell delays in order, from the launching register on
cell	delay, ps
dfrtp_1	390
inv_2	80
ha_4	150
nand2_4	60
nor2_4	110
mux2i_2	260
fa_2	230
inv_2	40
fa_2	330
fa_2	350
fa_2	350
fa_2	340
fa_2	340
xor2_1	150
xnor2_1	130
xnor2_1	120
nor2_1	100
a21oi_1	50
## final cells by class
cell class | count | area (sq um) | area share [%]
sequential | 70 | 1940 | 35.2
clock inverter | 6 | 88.8 | 1.62
tap | 77 | 96.3 | 1.75
multi-input combinational | 173 | 1830 | 33.3
clock buffer | 10 | 128 | 2.32
timing repair buffer | 136 | 1350 | 24.5
inverter | 16 | 67.6 | 1.23
## report_power, final
group | internal [mW] | switching (mW)
Clock | 1.17 | 0.851
Combinational | 0.0672 | 0.0171
Sequential | 2.52 | 0
## routing by layer
metal	track usage, %	vias to the layer above	share of wire, %
met5	0	-	0
met2	33.9	61	47
met1	38.7	1218	47
li1	-	1233	-
met4	3.39	0	1.5
met3	5.43	12	4.5
## cell usage in the layout (no fill, tap or decap), types with 10 or more instances in the layout
| master | count |
|---|---|
| edfxtp_1 | 47 |
| dfrtp_1 | 11 |
| mux2_4 | 27 |
| clkdlybuf4s50_1 | 18 |
| buf_4 | 69 |
| inv_1 | 10 |
| a21oi_1 | 15 |
| buf_6 | 18 |
| clkdlybuf4s15_1 | 11 |
| nor2_1 | 18 |
## per-stage QoR
stage | power, mW | utilization (%)
5_1_grt | 4.80 | 84.6
2_1_floorplan | 2.60 | -
3_3_place_gp | 2.66 | 69.4
3_5_place_dp | 2.66 | 69.4
6_report | 4.63 | 84.6
4_1_cts | 4.67 | 80.7
## what timing repair did
action / 4_1_cts / 5_1_grt
buffers inserted: 29 / 16
gates resized: 84 / 58
cloned: 2 / 2
endpoints found under the setup margin: 109 / 102
pin swaps: 10 / 27
Power and IR drop assume default switching activity.
